<file path="flow/config.mk">
export PLATFORM = sky130hd
export DESIGN_NAME = alu
export DESIGN_NICKNAME = alu
export VERILOG_FILES = /design/flow/design.v
export SDC_FILE = /design/flow/constraint.sdc
export NUM_CORES = 4
export LEC_CHECK = 1
export CORE_AREA = 10 10 70 70
export DIE_AREA = 0 0 80 80
</file>
<file path="flow/constraint.sdc">
current_design alu

set clk_period 5.5
set clk_io_pct 0.2

create_clock -name clk0 -period $clk_period

set non_clock_inputs [all_inputs -no_clocks]
set_input_delay [expr $clk_period * $clk_io_pct] -clock clk0 $non_clock_inputs
set_output_delay [expr $clk_period * $clk_io_pct] -clock clk0 [all_outputs]
</file>
<file path="flow/design.v">
module alu(
    input sub,
    input [7:0] a, b,
    output [7:0] out
);
reg[7:0] res;
initial begin   
    res = 0;
end
always @ (*) begin  
    if(sub) begin   
        res = a - b;
    end
else begin
        res = a + b;
end
end
assign out = res;
endmodule
</file>
<file path="flow/run.sh">
#!/bin/bash
# OpenROAD 26Q1-2900-gdf79404cd8, Yosys 0.63+post, stock flow scripts
make -C /OpenROAD-flow-scripts/flow DESIGN_CONFIG=/design/flow/config.mk WORK_HOME=/design/flow/orfs finish
</file>
==> results.yml <==
# flow metrics
yosys:
  ys_seq_share_pct: 0
  synthCells: 61
  syn_avg_cell_area_um2: 7.651
  synthesis.area_um2: 466.7
  synthTopCellsByArea: "ha_1 (21%), xnor2_1 (19%), inv_1 (7.2%)"
  yosysTopAreaCell: "ha_1"
  ys_sh_xor_pct: 22.52
  ys_sh_adder_pct: 25.74
  yosys.area_share.simple_pct: 20.64
  ys_sh_mux_pct: 2.145
  top_area_share_pct: 21.45
  synth.distinct_cells: 23
  yosys_warnings: 1
  ys_top_logic_family: "adder cells"
  yosys-stat-area_um2: 466.7
  synth-compound-area-share_pct: 20.91
  yosys-stat-cells: 61
final_timing:
  hold_viol_final: 0
  period_minus_slack_ps: 4786
  slew_violations: 0
  slew-limit-headroom_pct: 79.27
  finalSetupTns_ps: 0
  rsz0062_at_grt: "no"
  final-setup-viol-count: 0
  fin_crit_sh_pct: 87.02
  worstMarginPinSlew_ps: 310.9
  max_freq_ghz: 0.2089
power_and_ir_drop:
  combinationalPowerShare_pct: 100.0
  internal_power_uw: 69.01
  power_switching_uw: 38.72
  clkPwrFrac_pct: 0
  ir_worst_vdd_uv: 46.71
  p_per_area_mw_per_mm2: 139.8
  pwr-share-seq_pct: 0
  leakagePower_uw: 0.0003107
  sw_frac_of_total_pct: 35.94
route:
  num_vias: 489
  antenna_left: 0
  wire_per_inst_um: 10.32
  drt_first_pass_iters: 2
  drt_wl_total_mm: 1.352
  drt_iter0_drc: 16
  n_antenna_cell: 0
  drcViolationCount: 0
  via_per_inst: 3.733
cts:
  postCtsSetupRepairBufs: 0
  cts_resized: 0
  hold_buffers: 0
setup_path:
  path_common_cell: "clkdlybuf4s50_1"
  required_ps: 4400
  cpMaxStageDelayCell: "clkdlybuf4s50_1"
  cp_cell_sequence: "clkdlybuf4s50_1, inv_1, ha_1, mux2i_1, fa_1, a21o_1, a21oi_2, nor2b_1, o311ai_2, clkdlybuf4s50_1"
  critPathKind: "in2out"
  cp_max_fo: 3
  cp.buffers_inverters: 3
  critical_path_arrival_ps: 3690
  critPathCaptureType: "primary output"
  cp_top_family: "buffers and inverters"
  critPathLaunchType: "input pin"
  crit_path_max_incr_delay_ps: 520
global_route:
  grtUsageMet1_pct: 5.890
  grtUsageTotal_pct: 4.069
  grt_max_degree: 8
  met2_usage_pct: 6.260
  antenna_found_initial: 0
  grt.met3_usage_pct: 1.023
  grt_pass1_wl_mm: 2.166
  busiest_layer: "met2"
  grt-ovfl-total: 0
  grt_pass1_vias: 497
layout:
  fill_cells: 408
  flop_area_um2: 0
  flops: 0
  stdcell_area_um2: 770.7
  area_growth_pct: 65.15
  drive_gt1_share_pct: 5.882
  clkbuf_count: 0
floorplanning:
  fp_util_pct: 13.66
  core-area_mm2: 0.003416
  die-area_mm2: 0.006400
  die_x_um: 80
  fp.dieH_um: 80
  ios: 25
  rows: 21
job:
  cap_violations: 0
  warning_count: 32
placed_design:
  port_buffers: 25
  place_area_um2: 770.7
  post-dp-hpwl_mm: 1.236
  gp_congestion: 0.7318
status:
  status: "finished, final reports clean"
worst_hold_path:
  hold_class: "in2out"
==> per-layer routing <==
metal | vias to the layer above | wire length, µm
li1 | 261 | -
met1 | 212 | 708
met2 | 16 | 564
met3 | 0 | 79
met4 | 0 | 0
met5 | - | 0
==> final timing paths <==
kind | slack (ps) | startpoint | depth (start not counted) | endpoint
min | 3190 | a[0] | 5 | out[0]
max | 710 | b[0] | 10 | out[6]
==> area by class of cell <==
cell class	instances	area [µm²]	area share, %
repair buffers	25	250.2	32.47
inverters	9	33.78	4.383
multi-input cells	51	429.2	55.68
well taps	46	57.56	7.468
==> power by group through the flow <==
| stage | Sequential, µW | Clock [µW] | Combinational (µW) |
|---|---|---|---|
| after CTS | 0 | 0 | 111 |
| after global routing | 0 | 0 | 122 |
| final | 0 | 0 | 108 |
==> Yosys cell counts <==
library cell	number
xor2_1	2
fa_1	1
nor2b_1	3
nand3b_1	2
nand2b_1	1
a221oi_1	1
nor3_2	2
a21oi_1	3
mux2i_1	1
clkbuf_1	1
xnor2_1	10
nor2_1	5
a21oi_2	1
inv_1	9
a31oi_1	4
o2111ai_1	1
a21o_1	1
and3_1	1
nor3_1	1
or2_2	1
ha_1	8
o21a_1	1
o311ai_2	1
==> through the flow <==
| stage | util (%) | setup slack, ps | instances | total power [µW] | hold slack, ps |
|---|---|---|---|---|---|
| 2_1_floorplan | - | 1889 | 61 | 51.83 | 2311 |
| 3_3_place_gp | 22.56 | 697.4 | 131 | 109.3 | 3199 |
| 3_5_place_dp | 22.56 | 680.1 | 131 | 109.6 | 3197 |
| 4_1_cts | 22.56 | 675.2 | 131 | 110.7 | 3206 |
| 5_1_grt | 22.56 | 452.4 | 131 | 121.8 | 3267 |
| 6_report | 22.56 | 713.6 | 131 | 107.7 | 3191 |
==> kinds of logic (layout without fill, tap and decap cells) <==
logic type,after synthesis,after routing
AOI/OAI and AO/OA,13,13
adders and majority gates,9,9
buffers and inverters,10,34
and+or+nand+nor,16,16
muxes,1,1
xor gates and xnor gates,12,12
==> cell usage in the layout, fill, tap and decap left out, types with 2 or more instances in the layout <==
cell             instances
a21oi_1                  3
ha_1                     8
xor2_1                   2
nand3b_1                 2
xnor2_1                 10
clkdlybuf4s50_1         25
inv_1                    9
a31oi_1                  4
nor2b_1                  3
nor2_1                   5
nor3_2                   2
Power is estimated from default activity; no workload was simulated.
