### /design/flow/run.sh
#!/bin/bash
# OpenROAD 26Q1-2900-gdf79404cd8, Yosys 0.63+post, stock flow scripts
make -C /OpenROAD-flow-scripts/flow DESIGN_CONFIG=/design/flow/config.mk WORK_HOME=/design/flow/orfs finish
### /design/flow/config.mk
export PLATFORM = sky130hd
export DESIGN_NAME = controller
export DESIGN_NICKNAME = controller
export VERILOG_FILES = /design/flow/design.v
export SDC_FILE = /design/flow/constraint.sdc
export NUM_CORES = 4
export LEC_CHECK = 1
export CORE_AREA = 10 10 70 70
export DIE_AREA = 0 0 80 80
### /design/flow/constraint.sdc
current_design controller

set clk_period 1.8
set clk_io_pct 0.2

create_clock -name clk0 -period $clk_period [get_ports {clk}]

set non_clock_inputs [all_inputs -no_clocks]
set_input_delay [expr $clk_period * $clk_io_pct] -clock clk0 $non_clock_inputs
set_output_delay [expr $clk_period * $clk_io_pct] -clock clk0 [all_outputs]
### /design/flow/design.v
module controller(
    input clk,
    input rst,
    input [3:0] opcode,
    output [12:0] cw,
    output reg halt
);
reg [12:0] control;
reg [2:0] t_state;
parameter T1 = 3'b001;
parameter T2 = 3'b010;
parameter T3 = 3'b011;
parameter T4 = 3'b100;
parameter T5 = 3'b101;
parameter T6 = 3'b110;
parameter LDA = 4'b0000;
parameter ADD = 4'b0001;
parameter SUB = 4'b0010;
parameter OUT = 4'b1110;
parameter HLT = 4'b1111;
always @(posedge clk or posedge rst) begin
    if (rst) begin
        t_state <= T1;
        halt <= 1'b0;
    end
    else if (!halt) begin
        case (t_state)
            T1: t_state <= T2;
            T2: t_state <= T3;
            T3: t_state <= T4;
            T4: begin
                if (opcode == HLT) begin
                    halt <= 1'b1;           
                end else begin
                    t_state <= T5;
                end
            end
            T5: t_state <= T6;
            T6: t_state <= T1;               
            default: t_state <= T1;
        endcase
    end
end
always @(*) begin
    control = 13'b0000000000000;
    case (t_state)
        T1: begin
            control = 13'b1010000000000;
        end
        T2: begin
            control = 13'b0001101000000;
        end
        T3: begin
            control = 13'b0000000000000;
        end
        T4: begin
            case (opcode)
                LDA: begin
                    control = 13'b0010010000000;
                end
                ADD: begin
                    control = 13'b0010010000000;
                end
                SUB: begin
                    control = 13'b0010010000000;
                end
                OUT: begin
                    control = 13'b0000000010001;
                end
                HLT: begin
                    control = 13'b0100000000000;
                end
                default: begin
                    control = 13'b0000000000000;
                end
            endcase
        end
        T5: begin
            case (opcode)
                LDA: begin
                    control = 13'b0000100100000;
                end
                ADD: begin
                    control = 13'b0000100000010;
                end
                SUB: begin
                    control = 13'b0000100000010;
                end
                OUT: begin
                    control = 13'b0000000000000;
                end
                HLT: begin
                    control = 13'b0000000000000;
                end
                default: begin
                    control = 13'b0000000000000;
                end
            endcase
        end
        T6: begin
            case (opcode)
                LDA: begin
                    control = 13'b0000000000000;
                end
                ADD: begin
                    control = 13'b0000000101000;
                end
                SUB: begin
                    control = 13'b0000000101100;
                end
                OUT: begin
                    control = 13'b0000000000000;
                end
                HLT: begin
                    control = 13'b0000000000000;
                end
                default: begin
                    control = 13'b0000000000000;
                end
            endcase
        end
        default: begin
            control = 13'b0000000000000;
        end
    endcase
end
assign cw = control;
endmodule
==> notes.md <==
Summary of the current implementation state.

- For the pin with the worst max-slew slack, the measured transition is 0.315 ns.
- The library cell used most frequently in the layout, excluding fill and tap cells, is sky130_fd_sc_hd__clkdlybuf4s50_1.
- Setup repair after global routing left no endpoint under its margin.
- Per the synthesis report, the adder-cell share of the synthesized area is 0%.
- Hold repair after CTS inserted 0 buffers.
- The nature of the critical path startpoint is a primary input, for reference.
- The terminus of the critical flop-to-flop path is halt, for reference.
- The max-slew violation count is 0, for reference.
- Counting flops with a built-in enable in the synthesized netlist gives 0.
- The number of placed I/O pins is 20, for reference.
- The global route stage reports its total congestion overflow as 0.
- Yosys reports the multiplexer fraction of the synthesized area as 13.8%.
- The later pin in the worst-skew pair is clocked with a latency of 0.25 ns.
- The maximum buffer depth of the clock tree is 2, for reference.
- TritonRoute output was used to compute an average wire per cell of 11.0 um.
- The xor-xnor portion of the synthesized cell area is 2.19%, for reference.
- The number of different library cells in the post-synthesis netlist is 23, for reference.
- The data arrival time reported for the critical path is 1.37 ns.
- For this run, the number of Yosys warnings is 1.
- The number of setup violations in the final report is 0, for reference.
- The largest combinational cell category by area is simple AND/OR/NAND/NOR gates, for reference.
- Headroom to the max-slew limit came out at 79.0%.
- The total power after layout is 735 uW, for reference.
- The total buffers and inverters traversed by the critical path is 3, for reference.
- The core region is 3420 um2.
- For reference, the post-synthesis area per instance comes to 10.2 um2.
- The via count of the first global-routing pass is 387, for reference.
- The number of antenna violations at the first check in global routing came to 0.
- The static power due to leakage is 0.000323 uW, for reference.
- Leaving out fill and tap cells, the most frequent cells in the layout are 10 x sky130_fd_sc_hd__clkdlybuf4s50_1, 6 x sky130_fd_sc_hd__dfrtp_1, 6 x sky130_fd_sc_hd__buf_4.
- Across the run, the number of max-cap violations was 0.
- The die height is 80 um, for reference.
- In the final run the clock tree shows a worst skew of 0.00553 ns.
- Global routing consumed, over all layers together, 3.47% of the routing resources.
- Using the TritonRoute via totals, the vias-per-cell ratio works out to 3.48.
- At the end of routability-driven placement, the weighted congestion stood at 0.755.
- The layout overhead on the synthesized area is 76.8%, for reference.
- For reference, the critical path cell chain is buf_2, buf_4, and4b_2, clkdlybuf4s50_1.
- The tightest min-delay check is of the in2async type.
- Entering global routing, the biggest net connects 10 pins.
- The slowest cell on the critical path is sky130_fd_sc_hd__clkdlybuf4s50_1, for reference.
- Of the cells placed in the final design, the portion with a size suffix greater than 1 is 47.6%.
- The clock net in this run drives a total of 7 sinks.
- The first-pass GRT wire length is 1790 um, for reference.
- The largest single stage delay on the critical path is 0.47 ns.
- The total cell area at the placement stage is 664 um2, for reference.
- The critical path endpoint has a required time of 1.44 ns.
- The number of port buffers is 19, for reference.
- STA lists the startpoint of the worst register-to-register path as t_state[1].
- The detailed router reported a total wirelength of 1200 um.
- After detailed routing, the number of remaining DRC violations is 0.
- In this run the worst setup path begins at opcode[0].
- The final timing summary puts the cycle share of the worst path at 96.4%.
- The largest fanout of any net on the critical path is 4, for reference.
- The violation tally from detailed-route iteration zero is 4, for reference.
- The async set-or-reset flop fraction in the synthesized netlist is 100%, for reference.
- The pre-antenna-repair detailed-routing pass consisted of 2 iterations.
- The mapped netlist covers 399 um2.
- The synthesized netlist handed to floorplanning was reported with a cell count of 39.
- TritonCTS built the clock tree.
- The number of clock buffers inserted by TritonCTS is 3, for reference.
- Detailed routing inserted a total of 379 vias.
- The post-detailed-placement half-perimeter wirelength is 974 um, for reference.
- The synth_stat.txt file lists the number of cells as 39.
- Per the post-CTS timing run, clock transition at the registers of the reported paths is 0.05 ns.
- The worst hold margin is 0.325 ns, for reference.
- In this run the number of H-tree levels came out at 1.
- The number of core rows is 21, for reference.
- Summing all non-filler instances in the final layout gives an area of 706 um2.
- Measured in cells, the most critical reg-to-reg path has a length of 5.
- Once the floorplan was initialized, standard cells occupied 11.7% of the core.
- The CTS root buffer is sky130_fd_sc_hd__clkbuf_4, for reference.
- The critical path is of the in2out type.
- The synthesized netlist devotes 24.8% of its cell area to simple gates.
- The most frequently used flop master after synthesis is sky130_fd_sc_hd__dfrtp_1, for reference.
- The synthesized-area fraction occupied by ao, oa, aoi and oai cells is 7.21%, for reference.
- The worst VDD IR drop from the latest analysis is 0.180 mV.
- The worst reg-to-reg setup slack is 0.65 ns, for reference.
- The number of warnings reported in the stage logs is 26.
- The horizontal die dimension reported for this design is 80 um.
- The sequential area share after synthesis is 44.2%, for reference.
- The final hold violation count recorded for this run is 0.
- The synthesis area per yosys is 399 um2, for reference.
- The cell family contributing the most delay on the critical path is buffers and inverters, for reference.
- Derived from the worst setup path, the maximum achievable clock frequency is 577 MHz.
- The total power density per cell area is 1040 nW/um2, for reference.
- The number of antenna-violating nets in the routed design is 0, for reference.
- The number of antenna repair diodes is 0, for reference.
- The chip occupies 6400 um2.
- The endpoint type of the worst setup path is an output pin, for reference.
- The flow ran to the end, and the final reports show no timing, DRC or antenna violations.
- The post-route minimum period is 1.73 ns, for reference.
- After synthesis the netlist holds a flip-flop and latch count of 7.
## what timing repair did
action / CTS / global route
gates cloned: 0 / 0
hold endpoints to repair: 0 / 0
resized: 27 / 2
setup endpoints to repair: 10 / 2
pin swaps: 4 / 1
buffers inserted: 1 / 0
## synth_stat cells (2+ instances only)
library cell / count / area, um2
sky130_fd_sc_hd__nor3b_1: 2 / 15.0
sky130_fd_sc_hd__clkbuf_1: 2 / 7.51
sky130_fd_sc_hd__dfrtp_1: 6 / 150
sky130_fd_sc_hd__nand2_1: 2 / 7.51
sky130_fd_sc_hd__and3_1: 2 / 12.5
sky130_fd_sc_hd__nor2_1: 2 / 7.51
sky130_fd_sc_hd__mux2_2: 4 / 45.0
sky130_fd_sc_hd__o21ai_0: 3 / 15.0
sky130_fd_sc_hd__buf_4: 2 / 15.0
## report_power, final
part	internal (uW)	leakage (uW)	switching [uW]
clock network	84.3	0.0000150	54.4
logic	211	0.000222	69.8
registers	229	0.0000861	86.3
## per-stage QoR
stage	setup TNS (ns)	util (%)	worst slack, ns	instances
finish	0	20.7	0.0655	109
global route	0	20.7	0.0307	109
CTS	-0.0682	20.4	-0.0682	109
detailed placement	-3.66	19.5	-0.418	105
global placement	-3.57	19.5	-0.410	105
floorplan	0	-	0.650	39
## cell families (layout without fill, tap and decap cells)
family | Yosys count | in the layout
AOI/OAI and AO/OA | 5 | 5
DFF | 7 | 7
muxes | 5 | 5
buffers and inverters | 6 | 30
xor gates and xnor gates | 1 | 1
and+or+nand+nor | 15 | 15
## how the worst max path moves through the flow
stage     endpoint  slack, ns  cells after the start
4_1_cts      cw[5]      -0.07                      4
6_report     cw[2]       0.07                      4
5_1_grt     cw[11]       0.03                      5
## cell type report
class / instances / area (um2)
well taps: 46 / 57.6
multi-input cells: 26 / 229
flip-flops and latches: 7 / 176
clock buffers: 4 / 26.3
fillers: 376 / 2710
repair buffers: 25 / 213
inverters: 1 / 3.75
## routing by layer
| layer | GRT usage, % | part of all wire (%) |
|---|---|---|
| met1 | 3.11 | 33 |
| met2 | 6.58 | 54 |
| met3 | 1.48 | 8.8 |
| met4 | 1.41 | 3.6 |
| met5 | 0 | 0 |
Power and IR drop assume default switching activity.
